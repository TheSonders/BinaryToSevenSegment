<file path="flow/run.sh">
#!/bin/bash
# OpenROAD 26Q1-2900-gdf79404cd8, Yosys 0.63+post, stock flow scripts
make -C /OpenROAD-flow-scripts/flow DESIGN_CONFIG=/design/flow/config.mk WORK_HOME=/design/flow/orfs finish
</file>
<file path="flow/constraint.sdc">
current_design Dec7Seg

set clk_period 6.2
set clk_io_pct 0.2

create_clock -name clk0 -period $clk_period [get_ports {CLK}]

set non_clock_inputs [all_inputs -no_clocks]
set_input_delay [expr $clk_period * $clk_io_pct] -clock clk0 $non_clock_inputs
set_output_delay [expr $clk_period * $clk_io_pct] -clock clk0 [all_outputs]
</file>
<file path="flow/config.mk">
export PLATFORM = sky130hd
export DESIGN_NAME = Dec7Seg
export DESIGN_NICKNAME = Dec7Seg
export VERILOG_FILES = /design/flow/design.v
export SDC_FILE = /design/flow/constraint.sdc
export NUM_CORES = 4
export LEC_CHECK = 1
export CORE_UTILIZATION = 40
</file>
<file path="flow/design.v">
`timescale 1ns / 1ps
module Dec7Seg 
	#(parameter CLK_FREQ=20_000_000)(
	input wire CLK,
	input wire [13:0]VALUE,
	output reg Led=0,
	output reg [3:0]AN=0,
	output reg [7:0]SSEG=8'hFF);
	localparam Prescaler= (CLK_FREQ/240);
	reg [3:0]Digit[0:4];
	reg [2:0]DGCounter=0;	 
	reg [3:0]SHCounter=0;	 
	reg [10:0]Quotient=0;
	reg [26:0]Shift=0;
	always @(posedge CLK)begin
		if (SHCounter)begin
			SHCounter<=SHCounter-1;
			if (Shift[26:13]<14'd10)begin
				Quotient<={Quotient[9:0],1'b0};
				Shift<={Shift[25:0],1'b0};
			end
			else begin
				Quotient<={Quotient[9:0],1'b1};
				Shift[26:14]<=(Shift[26:13]-14'd10);
				Shift[13:0]<={Shift[12:0],1'b0};
			end
		end
		else begin
			SHCounter<=14;
			if (DGCounter)begin
				DGCounter<=DGCounter-1;
				Digit[DGCounter-1]<=Shift[17:14];
				Shift<={16'h0,Quotient};
				Quotient<=0;
			end
			else begin
				DGCounter<=5;
				Shift<={13'h0,VALUE};
			end
		end
	end
	reg [7:0]Cathode[0:9];
	initial begin
		Cathode[0]=8'b00000011;
		Cathode[1]=8'b10011111;
		Cathode[2]=8'b00100101;
		Cathode[3]=8'b00001101;
		Cathode[4]=8'b10011001;
		Cathode[5]=8'b01001001;
		Cathode[6]=8'b01000001;
		Cathode[7]=8'b00011111;
		Cathode[8]=8'b00000001;
		Cathode[9]=8'b00001001;
	end
	reg [$clog2(Prescaler)-1:0]PRE=0;
	reg [1:0]STM=0;
	reg ZeroFill=0;
	always @(posedge CLK)begin
		if (PRE==0)begin
			PRE<=Prescaler;
			STM<=STM-1;
			case (STM)
				0:begin
					if (Digit[0]) begin
						Led<=1;
						ZeroFill<=1;
					end
					else begin
						Led<=0;
						ZeroFill<=0;
					end
					AN<=4'b1110;
					SSEG<=Cathode[Digit[4]];			 
				end
				1:begin
					if (Digit[3]!=0 || ZeroFill) begin
						ZeroFill<=1;
						AN<=4'b1101;
						SSEG<=Cathode[Digit[3]];		 
					end
				end
				2:begin
					if (Digit[2]!=0 || ZeroFill) begin
						ZeroFill<=1;
						AN<=4'b1011;
						SSEG<=Cathode[Digit[2]];		 
					end
				end
				3:begin
					if (Digit[1]!=0 || ZeroFill) begin
						ZeroFill<=1;
						AN<=4'b0111;
						SSEG<=Cathode[Digit[1]];		 
					end
				end
			endcase
		end
		else begin
			PRE<=PRE-1;
		end
	end
endmodule
</file>
==> flow_metrics.py <==
# Generated from Yosys and OpenROAD reports
metrics = {
    "status": {
        "status": "finished, final reports clean",
    },
    "sta": {
        "worst_pin_slew_ns": 0.900,
        "rsz0062_at_grt": "no",
        "setup_tns_ns": 0,
        "report.final.setup_viol": 0,
        "finalMaxSlewViolations": 0,
        "finalHoldViolations": 0,
        "fin_skew_ns": 0.0146,
        "min_period_ns": 2.57,
        "layout_worst_path_cycle_share_pct": 41.4,
        "fin_ws_ns": 3.63,
        "fmax_ghz": 0.389,
        "slew_headroom_pct": 39.2,
    },
    "drt": {
        "vias_per_cell": 4.80,
        "dr_total_vias": 2652,
        "drtIter0Drc": 71,
        "dr.pass1.iters": 5,
        "diodes": 0,
        "drtAntennaViolNets": 0,
        "wirelength_mm": 6.33,
        "drc_errors": 0,
        "wire_per_inst_um": 11.5,
    },
    "global_route": {
        "antenna_found_initial": 0,
        "track_usage_pct": 12.7,
        "grt_pass1_wl_mm": 10.8,
        "grt_pass1_vias": 2404,
        "grt_max_degree": 35,
        "overflow": 0,
    },
    "yosys": {
        "netlist_instances": 384,
        "yosysWarnings": 1,
        "ys_types": 55,
        "synthFlopType": "edfxtp_1",
        "synth_area_per_cell_um2": 11.0,
        "synth-edff-count": 49,
        "ys_ff": 97,
        "yosys.stat.seqShare_pct": 57.4,
        "syn_area_um2": 4240,
        "yosys-stat-area_um2": 4240,
        "yosysCellCount": 384,
        "async_flop_share_pct": 0,
    },
    "clock_network": {
        "worstSkewPairLatency_ns": 0.36,
        "clockBufferDepth": 2,
        "numCtsBuffers": 9,
        "ctsResizeCount": 0,
        "post-cts-setup-buffers": 0,
        "cts_tree": "done",
        "cts.clk_slew.worst_paths_ns": 0.10,
        "htreeDepth": 3,
        "root_buffer": "clkbuf_8",
        "clock_sinks": 97,
        "cts-hold-fix-buffers": 0,
    },
    "setup_path": {
        "rr_worst_depth": 6,
        "path_cells": "nor4_1, nand2_1, or3_1, nor3_2, buf_4, and3_1",
        "critPathTopFamily": "simple AND/OR/NAND/NOR gates",
        "reg2reg_slack_ns": 3.63,
        "crit_path_max_fanout": 15,
        "critPathMaxStageDelay_ns": 0.55,
        "crit_path_start_kind": "flip-flop",
        "critPathKind": "flip-flop to flip-flop",
        "regToRegEndpoint": "SSEG[5]",
        "r2r-start": "PRE[9]",
        "cp_num_buf_inv": 1,
        "slowest_stage": "and3_1",
        "worst_setup_path_end_kind": "flip-flop",
        "crit_required_ns": 6.19,
        "cp.arrival_ns": 2.56,
    },
    "flow_run": {
        "max-cap-violations": 0,
        "warnings": 36,
    },
    "worst_hold_path": {
        "min_path_cells": 2,
        "hold_end": "Shift[12]",
        "hp-class": "flip-flop to flip-flop",
        "min-delay-start": "Shift[11]",
    },
    "power_and_ir_drop": {
        "power_density_nw_per_um2": 218,
        "ir_drop_mv": 0.137,
        "leakagePower_nw": 1.73,
    },
    "finish": {
        "syn_to_final_growth_pct": 13.2,
        "drive_above_1_share_pct": 7.45,
    },
    "placed_design": {
        "dp_hpwl_mm": 4.36,
        "place_ws_ns": 3.64,
        "io_buffer_count": 26,
        "gp_congestion": 0.769,
    },
    "die": {
        "die.size.y_um": 105,
        "rows": 37,
        "dieArea_um2": 11000,
        "initial_core_util_pct": 41.1,
        "die_w_um": 105,
        "num_io_pins": 28,
        "core_area_um2": 10300,
    },
}
## cells in the final DEF, fill, tap and decap left out, types with 3 or more instances in the layout
cell / instances
xnor2_1: 9
buf_4: 3
or4_1: 5
or3_1: 5
o21ai_0: 4
nand2b_1: 6
ha_1: 18
clkdlybuf4s50_1: 26
nor2_1: 42
nor4_1: 6
o31ai_1: 4
nand3_1: 6
inv_6: 3
nor2b_1: 6
nor3_1: 7
clkbuf_8: 9
dfxtp_1: 48
a21oi_1: 12
edfxtp_1: 49
a31oi_1: 10
mux2i_1: 6
and2_1: 15
inv_1: 21
xor2_1: 13
nand2_1: 44
o21a_1: 3
## cells by family after synthesis
family	count (synthesis)	synth area share, %
simple gates	157	19.0
flops	97	57.4
compound gates	48	8.62
buf+inv	35	3.69
xor+xnor	22	4.54
fa+ha+maj	18	5.31
mux	6	1.42
other cells	1	0.0884
## area by class of cell
class                      instances  area (µm²)
clock buffer                      10         128
clock inverter                     6        51.3
fill                             964        5530
inverter                          22        82.6
multi-input combinational        252        1650
sequential                        97        2430
tap                              136         170
timing repair buffer              29         283
## stage by stage
step	hold slack [ns]	instance area [µm²]	power, mW	std cells	util (%)
2_1_floorplan	0.392	4240	0.682	384	-
3_3_place_gp	0.403	4620	0.690	536	44.7
3_5_place_dp	0.407	4620	0.690	536	44.7
4_1_cts	0.429	4800	1.06	552	46.5
5_1_grt	0.440	4800	1.09	552	46.5
6_report	0.425	4800	1.05	552	46.5
## synthesized netlist by cell type, drive strengths merged (8+ instances only)
master | number | area share, %
a31oi | 10 | 1.5
inv | 22 | 1.9
nor4 | 8 | 1.5
xnor2 | 9 | 1.9
nand2 | 44 | 3.9
nor2 | 42 | 3.7
nor3 | 8 | 1.1
a21oi | 12 | 1.4
dfxtp | 48 | 23
xor2 | 13 | 2.7
edfxtp | 49 | 35
and2 | 15 | 2.2
clkbuf | 9 | 1.0
ha | 18 | 5.3
## power by group
part	internal (mW)	total, mW	switching [mW]
Sequential	0.666	0.666	0
Combinational	0.00771	0.00900	0.00129
Clock	0.152	0.371	0.220
Total	0.826	1.05	0.221
## how the worst max path moves through the flow
stage / from / endpoint / cells past startpoint
6_report: PRE[9] / SSEG[5] / 6
5_1_grt: STM[0] / SSEG[4] / 9
4_1_cts: PRE[8] / SSEG[5] / 6
## routing by layer
metal | vias to the layer above | share of wire, % | track usage (%) | routed length, µm
met1 | 1193 | 51 | 19.6 | 3200
met2 | 57 | 43 | 19.0 | 2720
met5 | - | 0 | 0 | 0
met3 | 9 | 4.7 | 3.68 | 300
met4 | 0 | 1.7 | 2.01 | 105
li1 | 1393 | - | - | -
## registers in the layout, summed over array words and instances (netlist names)
signal / flops
AN: 4
DGCounter: 3
Digit: 20
Led: 1
PRE: 17
Quotient: 11
SHCounter: 4
SSEG: 7
STM: 2
Shift: 27
ZeroFill: 1
## worst register-to-register path, cell delays in order, from the launching register on
cell,delay (ns)
dfxtp_1,0.32
nor4_1,0.48
nand2_1,0.15
or3_1,0.35
nor3_2,0.15
buf_4,0.22
and3_1,0.55
Power figures rest on the tool's default switching activity, not on a simulated workload.
